==> ./config.mk <==
export PLATFORM = sky130hd
export DESIGN_NAME = Stack
export DESIGN_NICKNAME = Stack
export VERILOG_FILES = /design/flow/design.v
export SDC_FILE = /design/flow/constraint.sdc
export NUM_CORES = 4
export LEC_CHECK = 1
export CORE_UTILIZATION = 30
==> ./constraint.sdc <==
current_design Stack

set clk_period 2.5
set clk_io_pct 0.2

create_clock -name clk0 -period $clk_period [get_ports {clk}]

set non_clock_inputs [all_inputs -no_clocks]
set_input_delay [expr $clk_period * $clk_io_pct] -clock clk0 $non_clock_inputs
set_output_delay [expr $clk_period * $clk_io_pct] -clock clk0 [all_outputs]
==> ./design.v <==
module Stack(
clk, rstn, pop, push, empty, full, din, dout
);
parameter WIDTH = 8;
parameter DEPTH = 8;
input clk;
input rstn;
input pop;
input push;
input [WIDTH-1:0]din;
output [WIDTH-1:0]dout;
output empty;
output full;
reg [WIDTH-1:0]stack[DEPTH-1:0];  
reg [WIDTH-1:0]index, next_index;
reg [WIDTH-1:0]dout, next_dout;
wire empty, full;
always @ (posedge clk)  
begin
if(!rstn)
begin
dout <= 8'd0;
index <= 1'b0;
end
else
begin
dout <= next_dout;
index <= next_index;
end
end
assign empty = !(|index);
assign full = !(|(index ^ DEPTH));
always @ (*)  
begin
if(push)  
begin
stack[index] = din;
next_index = index+1'b1;
end
else if(pop)  
begin
next_dout = stack[index-1'b1];
next_index = index-1'b1;
end
else
begin
next_dout = dout;
next_index = index;
end
end
endmodule
==> ./run.sh <==
#!/bin/bash
# OpenROAD 26Q1-2900-gdf79404cd8, Yosys 0.63+post, stock flow scripts
make -C /OpenROAD-flow-scripts/flow DESIGN_CONFIG=/design/flow/config.mk WORK_HOME=/design/flow/orfs finish
==> GITHUB_STEP_SUMMARY <==
## PnR job results

| Metric | Value |
|---|---|
| CTS tree | built |
| Total gr overflow | 0 |
| Final core occ | 0.355 |
| Post-route DRC | 0 |
| Delay-heaviest family, CP | buffers and inverters |
| Total tool warning count | 32 |
| FMAX | 435 MHz |
| Met3 GRT Util | 0.0198 |
| Layer with the highest usage | met2 |
| Yosys Instances | 262 |
| CP Launch Type | flip-flop |
| Die area | 8840 um^2 |
| Post-DR wirelength/cell | 14.4 um |
| Placed wire-length estimate | 3830 um |
| Final slew viol count | 0 |
| Clock latency on the worst-skew pair | 0.25 ns |
| Die width | 94.0 um |
| Setup total negative slack | 0 ns |
| Starting Density | 0.309 |
| Leak Pwr | 1.27 nW |
| Period minus WS final | 2.30 ns |
| Final tally of setup violations | 0 |
| Peak VDD IR | 0.000210 V |
| Max_cap viols | 0 |
| Vias in the first global route | 1845 |
| Yosys stat area | 2540 um^2 |
| Met2 global-route usage | 0.224 |
| CP Max Fanout | 12 |
| Critical path arrival | 1.80 ns |
| Clock buffer depth | 2 |
| Endpoints left unconstrained | 72 |
| Fin. Hold Viols | 0 |
| Pwr Density | 397 nW/um^2 |
| Unrepaired setup endpoints after global routing | no |
| Status | complete, no violations |
| Largest stage delay, worst path | 0.49 ns |
| Die Ht | 94.0 um |
| M1 GR Usage | 0.204 |
| 1st-iter DRT viols | 145 |
| CTS root buf | clkbuf_8 |
| CTS H-tree depth | 1 |
| Total GRT Usage | 0.136 |
| Detailed Routing Iterations Pass 1 | 5 |
| Pin count of the biggest net entering global routing | 23 |
| Antenna Violating Nets Remaining | 0 |
| Flops out of synthesis | 88 |
| Register pins left without a clock | 72 |
| I/O pins | 22 |
| Slowest cell on crit path | clkdlybuf4s50_1 |
| Post-CTS Hold Fix Bufs | 0 |
| Worst Hold Class | reg2reg |
| Tcrit/Tclk final | 0.920 |
| Clock skew | 0.00166 ns |
| Buffer and inverter count on the worst path | 2 |
| Total core area | 8220 um^2 |
| Number of CTS-inserted buffers | 3 |
| WS Path Type | reg2out |
| # rows | 33 |
| Number of warnings issued by yosys | 2 |
| Detailed-route wire length | 5520 um |
| Cell variety after synth | 39 |
| CP Data Required Time | 2.00 ns |
| Synthesized area | 2540 um^2 |
| # port buffers | 21 |
| Synth Instances | 262 |
| WHS | 0.471 ns |
| First-pass GRT wire length | 9210 um |
| Clk slew on worst S/H paths | 0.07 ns |
| Tightest Pin Transition | 0.818 ns |
| CP Capture Type | primary output |
| Relative slew slack | 0.454 |
| Initial antenna violation count | 0 |
| Via count | 1875 |
| ANT cells | 0 |
| Share of layout cells above drive strength 1 | 0.0755 |
| CP Cell Sequence | inv_1, ha_1, nand2b_1, nor3_1, clkdlybuf4s50_1 |
| Syn-to-layout area delta | 14.8% |
| GPL Wtd Cong | 0.880 |
| Vias per cell | 4.90 |
| Synthesized area per cell | 9.69 um^2 |
==> metal layers <==
metal,vias up,wire length (um)
met1,880,2710
li1,959,-
met4,0,31
met2,32,2570
met3,4,211
met5,-,0
==> worst min-delay path, cell delays in order (launching register included) <==
cell and delay, ns:
dfxtp_1 0.32, nand2_1 0.05, mux2i_1 0.06
==> repair_timing <==
| action | CTS | global route |
|---|---|---|
| setup endpoints to repair | 0 | 1 |
| resized | 0 | 2 |
| endpoints found under the hold margin | 0 | 0 |
| setup buffers | 0 | 0 |
==> flip-flops by register name, summed over array words and instances, names as in the netlist <==
name and count:
next_dout 8, dout 8, stack 64, index 8
==> placed cells by master, fill, tap and decap left out, types with 6 or more instances in the layout <==
cell / instances
dlxtn_1: 72
nand2_1: 21
clkdlybuf4s50_1: 21
nor2_1: 18
a22oi_1: 16
dfxtp_1: 14
and2_1: 12
ha_1: 10
a21oi_1: 9
a222oi_1: 8
o21ai_0: 7
o22ai_1: 6
nand3b_1: 6
buf_4: 6
==> metrics by stage <==
| stage | instances | power [W] | setup slack, ns | cell area [um^2] |
|---|---|---|---|---|
| floorplan | 262 | 0.000770 | 0.867 | 2540 |
| global placement | 379 | 0.000930 | 0.418 | 2860 |
| detailed placement | 379 | 0.000933 | 0.397 | 2860 |
| CTS | 383 | 0.00118 | 0.0843 | 2910 |
| global route | 383 | 0.00124 | 0.0148 | 2920 |
| finish | 383 | 0.00116 | 0.199 | 2920 |
==> cell type report <==
cell class              instances  area, um^2
multi-input cells             154        1050
flip-flops and latches         88        1400
fillers                       813        5300
inverters                       5        18.8
well taps                     105         131
clock buffers                   4        55.1
repair buffers                 27         255
==> worst paths after layout <==
kind,slack (ns),depth (start not counted),start,to
worst max-delay path,0.20,5,index[0],empty
worst min-delay path,0.47,2,index[7],index[7]
worst max register to register,0.81,6,index[0],index[6]
worst min register to register,0.47,2,index[7],index[7]
==> synth_stat cells <==
cell type / instances / area (um^2)
a211oi_1: 2 / 15.0
a21oi_1: 9 / 45.0
a222oi_1: 8 / 80.1
a22oi_1: 16 / 120
a31oi_1: 1 / 6.26
and2_1: 12 / 75.1
and3_1: 2 / 12.5
buf_2: 4 / 20.0
buf_6: 1 / 11.3
clkbuf_1: 10 / 37.5
dfxtp_1: 16 / 320
dlxtn_1: 72 / 1080
ha_1: 10 / 125
inv_1: 5 / 18.8
mux2i_1: 2 / 20.0
nand2_1: 21 / 78.8
nand2b_1: 5 / 31.3
nand3b_1: 6 / 45.0
nand4_1: 3 / 18.8
nand4bb_1: 1 / 11.3
nor2_1: 18 / 67.6
nor2b_1: 2 / 12.5
nor3_1: 3 / 15.0
nor4_2: 2 / 25.0
nor4b_1: 1 / 8.76
o21ai_0: 7 / 35.0
o21ai_1: 1 / 5.00
o221ai_1: 2 / 17.5
o22ai_1: 6 / 37.5
o22ai_2: 1 / 12.5
o31ai_2: 1 / 12.5
o41ai_4: 1 / 27.5
or2_2: 1 / 6.26
or3_1: 2 / 12.5
or3_2: 1 / 7.51
or3b_4: 1 / 11.3
or4_1: 2 / 15.0
or4_4: 1 / 11.3
xor2_1: 3 / 26.3
==> cells by family after synthesis <==
kind of cell    count (synthesis)  synth area share
compound gates                 55             0.163
xor+xnor                        3            0.0103
fa+ha+maj                      10            0.0493
buf+inv                        20            0.0345
flops                          16             0.126
latches                        72             0.425
mux                             2           0.00788
simple gates                   84             0.183
==> report_power, final <==
group | internal (W) | leakage [nW] | switching, W
Sequential | 0.000446 | 0.718 | 0.0000416
Clock | 0.000140 | 0.0288 | 0.0000944
Combinational | 0.000189 | 0.522 | 0.000247
Total | 0.000775 | 1.27 | 0.000383
Power and IR drop assume default switching activity.
